### config.mk
export PLATFORM = sky130hd
export DESIGN_NAME = ControladorMatrizLed
export DESIGN_NICKNAME = ControladorMatrizLed
export VERILOG_FILES = /design/flow/design.v
export SDC_FILE = /design/flow/constraint.sdc
export NUM_CORES = 4
export LEC_CHECK = 1
export CORE_AREA = 10 10 93 93
export DIE_AREA = 0 0 103 103
### constraint.sdc
current_design ControladorMatrizLed

set clk_period 3.2
set clk_io_pct 0.2

create_clock -name clk0 -period $clk_period [get_ports {clk12Mhz}]

set non_clock_inputs [all_inputs -no_clocks]
set_input_delay [expr $clk_period * $clk_io_pct] -clock clk0 $non_clock_inputs
set_output_delay [expr $clk_period * $clk_io_pct] -clock clk0 [all_outputs]
### design.v
module ControladorMatrizLed #(parameter PWM = 10'd100) (
  input clk12Mhz,
  input rst, 
  input [7:0] leds1,    
  input [7:0] leds2,
  input [7:0] leds3,
  input [7:0] leds4,
  output [7:0] leds, 
  output [3:0] lcol
);
  reg [9:0] pwm = PWM; 
  reg [11:0] timer = 12'b0;
  always @(posedge clk12Mhz)
    if (rst)
      timer = 12'b0;
    else
      timer = timer+1;
  reg [3:0] act_row;  
  reg [7:0] row;  
  assign leds = row;
  assign lcol = act_row;
  wire act;
  assign act = (timer[9:0] <= pwm);  
  always @(posedge clk12Mhz) begin
    if (act & !rst) begin  
      case (timer[11:10])
          2'b00: begin
              act_row <= 4'b1110;
              row <= ~leds1;
          end
          2'b01: begin
              act_row <= 4'b1101;
              row <= ~leds2;
          end
          2'b10: begin
              act_row <= 4'b1011;
              row <= ~leds3;
          end
          2'b11: begin
              act_row <= 4'b0111;
              row <= ~leds4;
          end
      endcase
    end else begin
      act_row <= 4'b1111;
      row <= 8'b1111_1111;
    end
  end
endmodule
### run.sh
#!/bin/bash
# OpenROAD 26Q1-2900-gdf79404cd8, Yosys 0.63+post, stock flow scripts
make -C /OpenROAD-flow-scripts/flow DESIGN_CONFIG=/design/flow/config.mk WORK_HOME=/design/flow/orfs finish
==> flow_summary.toml <==
# synthesis and place-and-route metrics
[clock_network]
post-cts-setup-buffers = 0
cts_tree = "built"
cts_buffers = 3
insertion_delay_to_the_later_sink_of_the_worst_skew_pair_ns = 0.26
clock-root-buffer = "sky130_fd_sc_hd__clkbuf_8"
path_clk_slew_ns = 0.08
clock_path_buffers = 2
cts_max_level = 1
cts_repair_resizes = 0
cts.hold.buffers_added = 0
cts_sinks = 24

[floorplan]
die_height_um = 103
initial_core_util_pct = 15.50
fp.coreArea_um2 = 6756
placementRows = 30
die_area_um2 = 10610
number_of_top_level_pins = 46
die-width_um = 103

[setup_path]
critPathLaunchType = "primary input"
cp-end-kind = "register"
critPathArrivalTime_ns = 1.88
cp.required_ns = 3.32
cp_max_fo = 14
setup.worst_path.class = "in2reg"

[synth]
netlist-cell-type-count = 22
synthCells = 98
synth_stat.cells = 98
ys_async_sr_fraction_pct = 0
synth.cell_area_um2 = 1047
yosys.area_share.xor_xnor_pct = 2.509
synth.comb.largest_family = "simple AND/OR/NAND/NOR gates"
synth-seq-area-share_pct = 45.88
synth_area_per_cell_um2 = 10.69
synth_chip_area_um2 = 1047
yosys.area_share.adder_pct = 2.389
synth-edff-count = 0
post_synth_mux_area_share_pct = 18.28
synth-compound-area-share_pct = 7.527
synth_flop_count = 24
simple_gate_share_of_the_synthesized_area_pct = 19.12
ys.flop_type = "sky130_fd_sc_hd__dfxtp_1"
synth_warnings = 1

[sta]
setup-violations-final = 0
finalHoldWorstSlack_ns = 0.4680
fmaxAchievable_ghz = 0.5656
relSlewSlack_pct = 55.17
unrepaired_setup_endpoints_after_global_routing = "no"
hold_viol_final = 0
worstMarginPinSlew_ns = 0.6716
final.period_utilization_pct = 55.25
final_max_slew_viol_count = 0
layout_min_cycle_time_ns = 1.768
fin_setup_tns_ns = 0
finClkSkew_ns = 0.005918

[pwr]
total_leakage_power_nw = 0.5571
irDropWorstVdd_v = 0.0001826
power_density_nw_per_um2 = 390.2

[cells_and_area]
layout.cells.most_common = "sky130_fd_sc_hd__clkdlybuf4s50_1"
synthToLayoutAreaGrowth_pct = 58.54
final_core_utilization_pct = 24.57
most_frequent_cells_in_the_layout = "sky130_fd_sc_hd__clkdlybuf4s50_1 (45), sky130_fd_sc_hd__dfxtp_1 (24), sky130_fd_sc_hd__nand3_1 (12), sky130_fd_sc_hd__mux4_2 (8), sky130_fd_sc_hd__a21oi_1 (6)"
instances_no_fill = 222
post_route_cells_drive_above_1_share_pct = 11.27

[detailed_routing]
total_inserted_antenna_cells = 0
num_vias = 906
route.antenna.remaining_nets = 0
detail_route.wl_per_cell_um = 12.99
route.detailed.drc = 0
detail_route.first_pass.iterations = 4
dr.first_iter.drc_count = 37
totalWireLength_mm = 2.884
route.detailed.vias_per_inst = 4.081

[placement]
placed_cells = 218
io_buffer_count = 45
place.gp.congestion = 0.7354
hpwlAfterDp_mm = 2.276

[global_route]
first_global_vias = 898
overflow = 0
grt_first_pass_wirelength_mm = 4.643
gr-usage-all-layers_pct = 5.525
grt_start_max_net_pins = 15
antenna_found_initial = 0

[job]
maxCapViolations = 0
openroad.warnings = 26

[min_path]
hold_path.class = "reg2reg"

[outcome]
status = "complete, no violations"
## worst max-delay path, cell delays in order
cell and delay, ns:
sky130_fd_sc_hd__clkdlybuf4s50_1 0.67, sky130_fd_sc_hd__nor4_2 0.25, sky130_fd_sc_hd__buf_4 0.22, sky130_fd_sc_hd__nand4_1 0.10
## worst paths after layout
check            start         end  slack (ns)  cells past startpoint
max reg2reg  timer[10]   timer[11]        1.54                      3
min           timer[0]    timer[0]        0.47                      1
min reg2reg   timer[0]    timer[0]        0.47                      1
max                rst  act_row[3]        1.43                      4
## cell families after synthesis
logic type	after synthesis
XOR/XNOR	3
adder cells (fa/ha/maj)	2
flip-flops	24
multiplexers	9
AND/OR/NAND/NOR	36
AND-OR/OR-AND	13
buffers and inverters	11
## flip-flops by register name, indices dropped and copies added, names as in the netlist
name and count:
act_row 4, row 8, timer 12
## layout make-up
class / instances / area [um2]
flip-flops and latches: 24 / 480.5
repair buffers: 47 / 465.4
well taps: 80 / 100.1
fillers: 724 / 5096
clock inverters: 1 / 30.03
inverters: 4 / 15.01
clock buffers: 3 / 41.29
multi-input cells: 63 / 528.0
## cell usage after synthesis, types with 2 or more instances
| library cell | instances | area share, % |
|---|---|---|
| sky130_fd_sc_hd__buf_2 | 3 | 1.4 |
| sky130_fd_sc_hd__inv_1 | 4 | 1.4 |
| sky130_fd_sc_hd__a21oi_1 | 6 | 2.9 |
| sky130_fd_sc_hd__dfxtp_1 | 24 | 46 |
| sky130_fd_sc_hd__nand4_1 | 3 | 1.8 |
| sky130_fd_sc_hd__or4_1 | 4 | 2.9 |
| sky130_fd_sc_hd__nand3_1 | 12 | 5.7 |
| sky130_fd_sc_hd__or3_1 | 2 | 1.2 |
| sky130_fd_sc_hd__o31ai_1 | 4 | 2.9 |
| sky130_fd_sc_hd__nand2_1 | 3 | 1.1 |
| sky130_fd_sc_hd__nor4_1 | 2 | 1.2 |
| sky130_fd_sc_hd__ha_1 | 2 | 2.4 |
| sky130_fd_sc_hd__mux4_2 | 8 | 17 |
| sky130_fd_sc_hd__o21ai_0 | 2 | 0.96 |
| sky130_fd_sc_hd__clkbuf_1 | 4 | 1.4 |
| sky130_fd_sc_hd__nor2_1 | 5 | 1.8 |
| sky130_fd_sc_hd__nor2b_1 | 3 | 1.8 |
| sky130_fd_sc_hd__xor2_1 | 2 | 1.7 |
| sky130_fd_sc_hd__nand4b_1 | 2 | 1.7 |
## routing by layer
metal | vias to the layer above | GRT usage, % | routed length, um
met3 | 2 | 1.963 | 260
li1 | 456 | - | -
met5 | - | 0 | 0
met1 | 426 | 6.980 | 1206
met4 | 0 | 0.4278 | 25
met2 | 22 | 9.264 | 1391
## report_power, final
group / leakage, nW / total (mW) / switching (mW) / internal, mW
combinational: 0.325 / 0.0756 / 0.0176 / 0.0580
sequential: 0.197 / 0.312 / 0.00443 / 0.308
clock: 0.0357 / 0.260 / 0.0930 / 0.167
total: 0.557 / 0.648 / 0.115 / 0.533
## through the flow
step                      area (um2)  total power [mW]  worst slack (ns)
after CTS                       1660            0.6558             1.423
after global placement          1589            0.3950             1.150
after global routing            1660            0.6711             1.310
final                           1660            0.6479             1.432
after detailed placement        1589            0.3959             1.141
after floorplan                 1047            0.3376             1.722
Power figures rest on the tool's default switching activity, not on a simulated workload.
