--- flow/config.mk ---
export PLATFORM = sky130hd
export DESIGN_NAME = serialRX
export DESIGN_NICKNAME = serialRX
export VERILOG_FILES = /design/flow/design.v
export SDC_FILE = /design/flow/constraint.sdc
export NUM_CORES = 4
export LEC_CHECK = 1
export CORE_AREA = 10 10 113 113
export DIE_AREA = 0 0 123 123
--- flow/constraint.sdc ---
current_design serialRX

set clk_period 2.0
set clk_io_pct 0.2

create_clock -name clk0 -period $clk_period [get_ports {clk}]

set non_clock_inputs [all_inputs -no_clocks]
set_input_delay [expr $clk_period * $clk_io_pct] -clock clk0 $non_clock_inputs
set_output_delay [expr $clk_period * $clk_io_pct] -clock clk0 [all_outputs]
--- flow/design.v ---
module BaudClock #(parameter BAUD=115200)
  (
    input clk,
    input clk_ena,
    output clk_out
  );
  localparam BAUDRATE = (BAUD==115200) ? 104 :  
                        (BAUD==57600)  ? 208  :  
                        (BAUD==38400)  ? 313  :  
                        (BAUD==19200)  ? 625  :  
                        (BAUD==9600)   ? 1250   :  
                        (BAUD==4800)   ? 2500   :  
                        (BAUD==2400)   ? 5000   :  
                        (BAUD==1200)   ? 10000   :  
                        (BAUD==600)    ? 20000    :  
                        (BAUD==300)    ? 40000    :  
                        104 ;   
  localparam N = $clog2(BAUDRATE);
  reg [N-1:0] divcounter = 0;
  wire reset = clk_out | (!clk_ena);
  always @(posedge clk)
    if (reset)
      divcounter <= 0;
    else
      divcounter <= divcounter + 1;
  wire clk_out = (divcounter == BAUDRATE-1);
endmodule
module serialTX #(parameter BAUD=115200)
  ( input clk,
    input [7:0] data,
    input txmit,
    output TX,
    output busy,
    output done
  );
  reg state = 0;
  wire shift;
  BaudClock #(BAUD) bclk (
    .clk(clk),
    .clk_ena(state),
    .clk_out(shift));
  reg q_re = 0;
  wire txmit_tic;
  always @(posedge clk)  q_re <= txmit;
  assign txmit_tic = (~q_re & txmit); 
  always @(posedge clk)
    if (txmit)  
      state <= 1'b1;
    else if (ov)  
      state <= 1'b0;
  reg [8:0] q = 9'h1FF;  
  always @(posedge clk)
    if (txmit_tic)  
      q <= {data, 1'b0};    
    else if (shift)  
      q <= {1'b1, q[8:1]};
  reg TX = 1;
  always @(posedge clk)
    TX <= q[0];  
  reg [3:0] bits = 0;
  always @(posedge clk)
    if (ov)  
      bits <= 2'b00;
    else if (shift)
      bits <= bits + 1;
  wire ov = (bits == 10);    
  assign busy = state;
  reg done=0;
  always @(posedge clk)
    done <= ov;
endmodule
module serialRX #(parameter BAUD=115200)(
  input clk,
  input RX,
  output [7:0] data,
  output busy,
  output rcv
  );
  localparam BAUDRATE = (BAUD==115200) ? 104 :  
                        (BAUD==57600)  ? 208  :  
                        (BAUD==38400)  ? 313  :  
                        (BAUD==19200)  ? 625  :  
                        (BAUD==9600)   ? 1250   :  
                        (BAUD==4800)   ? 2500   :  
                        (BAUD==2400)   ? 5000   :  
                        (BAUD==1200)   ? 10000   :  
                        (BAUD==600)    ? 20000    :  
                        (BAUD==300)    ? 40000    :  
                        104 ;   
  localparam N = $clog2(BAUDRATE);
  reg d1;
  reg din;
  always @(posedge clk)
   d1 <= RX;
  always @(posedge clk)
    din <= d1;
  reg q_t0 = 0;
  always @(posedge clk)
    q_t0 <= din;
  wire din_fe = (q_t0 & ~din);  
  reg state = 0;
  wire rst_state;
  always @(posedge clk)
    if (din_fe)
      state <= 1'b1;
    else if (rst_state)  
      state<=1'b0;
  localparam BAUD2 = (BAUDRATE >> 1);
  reg [N-1: 0] div2counter = 0;  
  always @(posedge clk)
    if (state) begin   
      if (div2counter < BAUD2)  
        div2counter <= div2counter + 1;
    end else
      div2counter <= 0;
  wire ena2 = (div2counter == BAUD2);
  wire bit_tic;
  BaudClock #(BAUD) bclk (
    .clk(clk),
    .clk_ena(ena2),
    .clk_out(bit_tic));
  reg [8:0] sr = 0;
  always @(posedge clk) 
    if (bit_tic & state)
      sr <= {din, sr[8:1]};
  reg [4:0] cont = 0;
  always @(posedge clk)
    if ((state==0)| fin)
      cont <= 0;
    else
      if (bit_tic)   
        cont <= cont + 1;
  wire fin = (cont == 9);
  assign rst_state = fin;
  reg data = 0;
  always @(posedge clk)
    if (fin)
      data <= sr[7:0];
  reg rcv = 0;
  always @(posedge clk)
    rcv <= fin;
  assign busy = state;
endmodule
--- flow/run.sh ---
#!/bin/bash
# OpenROAD 26Q1-2900-gdf79404cd8, Yosys 0.63+post, stock flow scripts
make -C /OpenROAD-flow-scripts/flow DESIGN_CONFIG=/design/flow/config.mk WORK_HOME=/design/flow/orfs finish
==> flow_summary.yaml <==
# synthesis and place-and-route metrics
run_status:
  outcome: "finished clean"
floorplan:
  core_area_um2: 10320
  die_x_um: 123
  chipArea_um2: 15130
  rows: 37
  io_pins: 12
  fp_util_pct: 14.87
  die_h_um: 123
setup_path:
  arrival_ps: 1910
  worstReg2RegEnd: "cont[4]"
  reg2reg_setup_slack_ps: 310
  crit_type: "register to register"
  worstReg2RegStart: "bclk.divcounter[0]"
  cp-endpoint: "cont[4]"
  cp-startpoint: "bclk.divcounter[0]"
  critPathMaxFanout: 13
  endpoint_kind: "register"
  cp-start-kind: "register"
  cp_data_required_time_ps: 2220
  r2r_cells: 4
synth:
  ys_ff: 41
  syn_inst: 125
  topCellsByArea: "edfxtp_1 (33%), dfxtp_1 (31%), ha_1 (4.1%), nand3_1 (2.9%), a21oi_1 (2.0%)"
  yosys.area.top_type: "edfxtp_1"
  syn_area_per_cell_um2: 12.28
  synth_stat.cells: 125
  synth_cell_type_count: 35
  ys_chip_area_um2: 1535
  top_area_share_pct: 33.25
  synth_area_um2: 1535
  yosysSeqAreaShare_pct: 64.55
  yosysWarningCount: 2
run:
  openroad.warnings: 27
  cap_violations: 0
power:
  power_switching_share_pct: 19.72
  total_power_mw: 1.382
  clkPwrFrac_pct: 37.1
  seqPwrFrac_pct: 62.8
  p_leak_nw: 0.6692
  p_switching_mw: 0.2725
  cellInternalPower_mw: 1.109
  power.ir.vdd_worst_v: 0.0002118
  pwr-share-comb_pct: 0.2
  power_density_nw_per_um2: 727.1
sta:
  finClkSkew_ps: 3.248
  max_freq_mhz: 590.6
  fin_crit_ps: 1693
  report.final.slew_viol_count: 0
  tns_ps: 0
  rsz0062_at_grt: "false"
  worst_slew_margin_rel_pct: 70.97
  tightest_slew_ps: 429.7
  setup_viol: 0
  finalClockPeriodUsage_pct: 84.66
  finalHoldViolations: 0
  hold-worst-slack_ps: 331.8
cells_and_area:
  lay_top_count: "dfxtp_1"
  syn2layout_area_growth_pct: 23.80
  nFillCells: 1101
  layoutNonFillerInstCount: 280
  mostFrequentLayoutCells: "dfxtp_1 (24), edfxtp_1 (17), clkdlybuf4s50_1 (11)"
  drive_gt1_share_pct: 6.944
  logic_area_um2: 499.2
  register_area_um2: 991.0
  design_area_um2: 1901
clock_tree:
  holdBufCountCts: 0
  cts.htree.levels: 2
  clk_pin_slew_ps: 70
  clk_latency_ps: 290
  root_buffer: "clkbuf_8"
  cts_tree: "yes"
  cts_buffers: 5
  clockBufferDepth: 2
  post_cts_resized: 0
  clock_sink_count: 41
  cts_setup_buffers: 0
place:
  hpwl_mm: 1.611
  placed_area_um2: 1815
  io_buffers: 11
  placedCellCount: 272
  gp_congestion: 0.7525
global_route:
  grt_pass1_wl_mm: 3.815
  grt_pass1_vias: 854
  grt_use_total_pct: 2.970
  grt.overflow.total: 0
  grt_antenna_before_repair: 0
  grt_max_degree: 14
worst_hold_path:
  hold_path_class: "register to register"
routing:
  drt_iter0_drc: 39
  vias: 943
  first_pass_iters: 4
  route.detailed.drc: 0
  ant_nets: 0
  viasPerCell: 3.368
  wl_per_cell_um: 8.018
  drt-total-wl_mm: 2.245
  diodes: 0
==> layer usage <==
layer	share of wire (%)	track usage (%)	up-vias
li1	-	-	495
met1	53	4.461	421
met2	37	4.050	20
met3	8.0	1.110	7
met4	1.8	0.5095	0
met5	0	0	-
==> worst min path at each step <==
stage                 slack (ps)  startpoint  cells after the start   to
after CTS                    340          d1                      0  din
after global routing         350          d1                      0  din
final                        330          d1                      0  din
==> stage by stage <==
step	utilization [%]	setup slack [ps]
final	18.41	306.9
after global routing	18.41	173.3
after CTS	18.41	312.8
after detailed placement	17.59	351.8
after global placement	17.59	364.8
after floorplan	-	67.51
==> power groups by stage <==
stage	clock network, mW	registers, mW	logic, mW
CTS	0.530	0.867	0.00220
global route	0.570	0.867	0.00235
finish	0.512	0.867	0.00215
==> cell type report <==
type                       instances  area share, %
clock buffer                       5          3.621
clock inverter                     3         0.8558
inverter                           8          1.580
multi-input combinational         74          26.27
sequential                        41          52.14
tap                              136          8.953
timing repair buffer              13          6.583
==> sequential cells by signal (all words and copies together) (netlist names) <==
register,flops
bclk.divcounter,7
div2counter,7
sr,9
data,8
rcv,1
d1,1
state,1
cont,5
q_t0,1
din,1
==> kinds of logic (layout without fill, tap and decap cells) <==
kind of cell               count (synthesis)  in the layout  synth area share, %
buffers and inverters                     10             29                2.934
xor gates and xnor gates                   3              3                1.712
AOI/OAI and AO/OA                         23             23                9.291
and+or+nand+nor                           41             41                16.14
adders and majority gates                  5              5                4.075
muxes                                      2              2                1.304
DFF                                       41             41                64.55
==> synth_stat cells <==
| cell | count |
|---|---|
| and3_1 | 1 |
| o211ai_1 | 1 |
| or4_1 | 3 |
| ha_1 | 5 |
| a31oi_1 | 2 |
| nor3_1 | 4 |
| dfxtp_1 | 24 |
| edfxtp_1 | 17 |
| buf_6 | 1 |
| nor2b_1 | 2 |
| nand2b_1 | 3 |
| or3b_1 | 1 |
| and2b_2 | 1 |
| o31ai_1 | 3 |
| clkbuf_1 | 1 |
| mux2i_1 | 2 |
| a211oi_1 | 3 |
| o21ai_0 | 6 |
| or4bb_1 | 1 |
| nand3b_1 | 1 |
| o21a_1 | 1 |
| nand4b_1 | 1 |
| nand2_1 | 3 |
| nor3b_1 | 1 |
| xor2_1 | 2 |
| or3_2 | 1 |
| nand3_1 | 9 |
| xnor2_1 | 1 |
| nor2_1 | 5 |
| o211a_1 | 1 |
| or3_1 | 1 |
| a21oi_1 | 6 |
| nand4_1 | 1 |
| nor4bb_1 | 2 |
| inv_1 | 8 |
==> worst max-delay path, cell delays in order (launching register included) <==
cell     delay (ps)
dfxtp_1         350
ha_1            210
nand3_1         310
or4_1           600
a21oi_1         160
Power and IR drop assume default switching activity.
