`flow/config.mk`:
```
export PLATFORM = sky130hd
export DESIGN_NAME = SPI_master
export DESIGN_NICKNAME = SPI_master
export VERILOG_FILES = /design/flow/design.v
export SDC_FILE = /design/flow/constraint.sdc
export NUM_CORES = 4
export LEC_CHECK = 1
export CORE_AREA = 10 10 80 80
export DIE_AREA = 0 0 90 90
```
`flow/constraint.sdc`:
```
current_design SPI_master

set clk_period 2.9
set clk_io_pct 0.2

create_clock -name clk0 -period $clk_period [get_ports {clk}]

set non_clock_inputs [all_inputs -no_clocks]
set_input_delay [expr $clk_period * $clk_io_pct] -clock clk0 $non_clock_inputs
set_output_delay [expr $clk_period * $clk_io_pct] -clock clk0 [all_outputs]
```
`flow/design.v`:
```
module SPI_master(
  input clk,
  input rst,
  input start,
  output busy,
  output done,
  input [7:0] D_in,
  output [7:0] D_out,
  input CPOL,     
  input CPHA,     
  input MSBfirst,
  input  MISO,
  output MOSI,
  output SCLK,
  output SS  
);
  reg [1:0] state,nextState;
  localparam S_inicio   = 0;
  localparam S_bajoSCLK = 1;
  localparam S_altoSCLK = 2;
  localparam S_detenido = 3;
  always @(posedge clk)
    if (rst)
      state <= S_inicio;
    else 
      state <= nextState;
  reg shift, load, nextcount, stop_SCKL;
  reg [1:0] div;
  always @(posedge clk)
    if (stop_SCKL)
      div <= 2'b0;
    else  
      div <= div+1;
  wire change = (div[0]==1);
  reg [7:0] SPIBUFF;
  always @(posedge clk) 
    if (load)
      SPIBUFF<=D_in;
    else if (shift) begin
      if (MSBfirst)
        SPIBUFF <= {SPIBUFF[6:0],MISO};
      else
        SPIBUFF <= {MISO,SPIBUFF[7:1]};
    end
  reg [2:0] count=0; 
  always @(posedge clk)
    if (nextcount)
      count<= count+1;
  assign SCLK = div[1] ^ CPOL;  
  assign MOSI = MSBfirst? SPIBUFF[7] : SPIBUFF[0];
  assign SS = (state == S_inicio);  
  assign D_out = SPIBUFF;
  reg done, busy;
  always @(*) begin  
    nextState = state;
    shift = 0; stop_SCKL=1;  load=0; nextcount=0;
    done = 0; busy = 1;
    case (state)
    S_inicio: begin
      busy=0;
      if (start) begin
        nextState = S_bajoSCLK;
        load = 1;  
      end
    end
    S_bajoSCLK: begin
      stop_SCKL=0;
      if (change) begin
        nextState = S_altoSCLK;
        shift = (CPHA && count != 0);  
      end
    end
    S_altoSCLK:begin
      stop_SCKL=0;
      if (change) begin
        nextcount = 1;
        if (count==7)
          nextState = S_detenido;
        else
          nextState = S_bajoSCLK;
        shift = ~CPHA;
      end
    end
    S_detenido: begin
      stop_SCKL=0;
      if (change) begin
        stop_SCKL=1;
        shift = CPHA;  
        nextState = S_inicio;
        done = 1;
      end
    end
    endcase
  end
endmodule
```
`flow/run.sh`:
```
#!/bin/bash
# OpenROAD 26Q1-2900-gdf79404cd8, Yosys 0.63+post, stock flow scripts
make -C /OpenROAD-flow-scripts/flow DESIGN_CONFIG=/design/flow/config.mk WORK_HOME=/design/flow/orfs finish
```
==> flow_summary.yaml <==
# generated from flow reports
critical_path:
  cp_cell_sequence: "clkdlybuf4s50_1 -> mux2_2 -> clkdlybuf4s50_1"
  worst-path-max-fanout: 2
  setup.worst_path.start_class: "input pin"
  cp.required_ns: 2.32
  worstPathArrival_ns: 1.80
  reg2reg_to: "count[1]"
  worst-path-buf-inv: 2
  r2r_cells: 1
  r2r-start: "div[0]"
  cp-startpoint: "MSBfirst"
  cp_slowest_cell: "clkdlybuf4s50_1"
  cp.depth: 3
  cp_slowest_stage_delay_ns: 0.48
  crit_family: "buffers and inverters"
  r2r_slack_ns: 1.44
  cpMostUsedCell: "clkdlybuf4s50_1"
  path_class: "input pin to primary output"
  crit_end: "MOSI"
  endpoint_kind: "primary output"
placement:
  pre_cts_ws_ns: 0.524
  port_buffers: 27
  detailed_place.area_sq_um: 1200
  dpl.hpwl_um: 1610
  dp.cells: 170
  gp_congestion: 0.809
floorplanning:
  die_h_um: 90
  fp-row-count: 25
  top_level_ports: 28
  die_area_sq_um: 8100
  die_w_um: 90
  initial_core_util_pct: 18.1
  core_sq_um: 4720
synthesis:
  ys.flops: 17
  synth.top_cell.area_share_pct: 38.6
  avgSynthCellArea_sq_um: 11.1
  synthTopCellsByArea: "edfxtp_1, dfxtp_1, mux2i_1"
  ys_cells: 77
  yosys_area_sq_um: 856
  netlist_instances: 77
  seq_area_frac_synth_pct: 52.6
  syn_area_sq_um: 856
  yosys_warnings: 1
  post-synth-top-area-cell: "edfxtp_1"
  synth_cell_types: 24
power_and_ir_drop:
  combPwrFrac_pct: 20.0
  vdd_ir_drop_max_v: 0.000204
  leakagePower_nw: 0.477
  p_per_area_nw_per_um2: 480
  p_seq_share_pct: 52.0
  netSwitchingPower_mw: 0.134
  internal_power_mw: 0.466
  clkPwrFrac_pct: 28.0
  total_power_mw: 0.600
  switching_share_pct: 22.3
clocking:
  cts_buffers: 3
  hold_buffers: 0
  cts_tree: "yes"
  clk_pin_slew_ns: 0.06
  clock_sinks: 17
  clockBufferDepth: 2
  cts-resized-gates: 0
  clockRootBuffer: "clkbuf_8"
  cts_setup_buffers: 0
  clock_latency_ns: 0.24
  htreeDepth: 1
route:
  drt_iter0_drc: 15
  antenna_cells: 0
  vias_per_cell: 3.68
  drcViolationCount: 0
  wl_per_cell_um: 11.2
  firstDrtPassIters: 4
  num_vias: 641
  wirelength_um: 1950
  drtAntennaViolNets: 0
final_timing:
  finalCriticalPeriod_ns: 2.38
  worstMarginPinSlew_ns: 0.638
  rsz0062_at_grt: "no"
  fin_tns_setup_ns: 0
  fin_skew_ns: 0.00265
  fin_ws_ns: 0.523
  timing.fmax_mhz: 421
  finalHoldViolations: 0
  min_period_over_period_pct: 82.0
  hold_ws_ns: 0.545
  setup_violations: 0
  relSlewSlack_pct: 56.8
  maxSlewViolCount: 0
grt:
  antenna_found_initial: 0
  track_usage_pct: 4.76
  grt_max_degree: 11
  grt_pass1_wl_um: 3220
  grt_pass1_vias: 667
  overflow: 0
worst_hold_path:
  hp-start: "state[0]"
  hp-class: "flop to flop"
layout:
  area_growth_pct: 46.1
  drive_above_1_share_pct: 7.48
  final_core_util_pct: 26.5
  final_cell_mix: "clkdlybuf4s50_1, edfxtp_1, mux2i_1, o21ai_0, nand2_1"
  final_cells: 174
  mostFrequentLayoutCell: "clkdlybuf4s50_1"
  stdcell_area_sq_um: 1250
status:
  status: "finished, final reports clean"
flow_run:
  cap_violations: 0
  tool_warnings: 26
==> power groups by stage <==
stage	clock network [mW]	registers (mW)	logic, mW
4_1_cts	0.174	0.312	0.123
5_1_grt	0.185	0.316	0.136
6_report	0.168	0.312	0.120
==> per-layer routing <==
layer | up-vias | share of wire (%) | track usage (%)
met5 | - | 0 | 0
met4 | 0 | 0.31 | 0.265
met3 | 2 | 8.3 | 2.10
met2 | 27 | 45 | 7.63
met1 | 279 | 46 | 6.12
li1 | 333 | - | -
==> cell families after synthesis <==
logic type	count (synthesis)	share of synthesized area (%)
multiplexers	11	13.0
XOR/XNOR	1	1.02
adder cells (fa/ha/maj)	3	4.39
AND/OR/NAND/NOR	23	15.2
AND-OR/OR-AND	15	9.65
buffers and inverters	7	4.09
flip-flops	17	52.6
==> worst min-delay path by stage <==
stage	end	slack, ns	cells after the start
4_1_cts	state[0]	0.54	1
5_1_grt	state[0]	0.58	1
6_report	state[0]	0.55	1
==> Yosys cell counts, drive strengths merged <==
cell type and number:
clkbuf 1, a211o 1, nand2 8, ha 3
nor2 5, nand3b 1, xor2 1, and2 1
nor4b 2, nand2b 1, buf 2, a21o 1
nor2b 3, nand3 1, a21oi 3, dfxtp 6
mux2 1, o21ai 10, edfxtp 11, nor3 1
inv 4, mux2i 10
==> final cells by class <==
| cell class | instances | area (sq um) |
|---|---|---|
| fillers | 492 | 3470 |
| clock buffers | 4 | 45.0 |
| repair buffers | 29 | 285 |
| multi-input cells | 53 | 370 |
| well taps | 67 | 83.8 |
| inverters | 4 | 15.0 |
| flip-flops and latches | 17 | 450 |
==> state kept, by name (all words and copies together) (netlist names) <==
signal and cells:
SPIBUFF 8, state 4, div 2, count 3
Power is estimated from default activity; no workload was simulated.
